==> design.v <==
module Conv_4x4_PE(clk,rst,
										i_data_in_en,
										i_img_data_0,
										i_img_data_1,
										i_img_data_2,
										i_img_data_3,
										i_weight_0,
										i_weight_1,
										i_weight_2,
										i_weight_3,
										o_data,
										o_data_en);
	input						clk;
	input						rst;
	input						i_data_in_en;
	input		[143:0]	i_img_data_0;
	input		[143:0]	i_img_data_1;
	input		[143:0]	i_img_data_2;
	input		[143:0]	i_img_data_3;
	input		[143:0]	i_weight_0;
	input		[143:0]	i_weight_1;
	input		[143:0]	i_weight_2;
	input		[143:0]	i_weight_3;
	output     [63:0]  o_data;
	output					o_data_en;
	wire		signed [16-1:0]	H	[11:0];
	wire		signed [16-1:0]	V	[11:0];
	wire		signed [16-1:0]	R0;
	wire		signed [16-1:0]	R1;
	wire		signed [16-1:0]	R2;
	wire		signed [16-1:0]	R3;
	wire		signed [16-1:0]	C0;
	wire		signed [16-1:0]	C1;
	wire		signed [16-1:0]	C2;
	wire		signed [16-1:0]	C3;
	wire		signed [16-1:0]	PE00;
	wire		signed [16-1:0]	PE01;
	wire		signed [16-1:0]	PE02;
	wire		signed [16-1:0]	PE03;
	wire		signed [16-1:0]	PE10;
	wire		signed [16-1:0]	PE11;
	wire		signed [16-1:0]	PE12;
	wire		signed [16-1:0]	PE13;
	wire		signed [16-1:0]	PE20;
	wire		signed [16-1:0]	PE21;
	wire		signed [16-1:0]	PE22;
	wire		signed [16-1:0]	PE23;
	wire		signed [16-1:0]	PE30;
	wire		signed [16-1:0]	PE31;
	wire		signed [16-1:0]	PE32;
	wire		signed [16-1:0]	PE33;
	reg			signed [16-1:0]	r_img_buffer_0[0:15];
	reg			signed [16-1:0]	r_img_buffer_1[0:15];
	reg			signed [16-1:0]	r_img_buffer_2[0:15];
	reg			signed [16-1:0]	r_img_buffer_3[0:15];
	reg			signed [16-1:0]	r_weight_buffer_0[0:15];
	reg			signed [16-1:0]	r_weight_buffer_1[0:15];
	reg			signed [16-1:0]	r_weight_buffer_2[0:15];
	reg			signed [16-1:0]	r_weight_buffer_3[0:15];
	reg						 [3:0]					r_buffer_in_cnt;
	reg						 [3:0]					r_cal_cnt;
	reg						 [3:0]					r_rst_cnt;
	reg													r_mode;
	reg                                                init;
	integer 	i;
	always@(posedge clk)begin
		if(rst)begin
			r_buffer_in_cnt 					<= 0;
			r_cal_cnt							<= 0;
			r_rst_cnt								<= 0;
			r_mode								<= 0;
			init                                 <= 1;;
			for(i = 0;i < 16;i=i+1)begin
				r_img_buffer_0[i] 			<= 0;
				r_img_buffer_1[i] 			<= 0;
				r_img_buffer_2[i] 			<= 0;
				r_img_buffer_3[i] 			<= 0;
				r_weight_buffer_0[i]		<= 0;
				r_weight_buffer_1[i]		<= 0;
				r_weight_buffer_2[i]		<= 0;
				r_weight_buffer_3[i]		<= 0;
			end
		end
		case(r_mode)
		  0:begin
		      if(i_data_in_en)begin
				for(i = 0; i < 9 ;i = i +1)begin
					r_weight_buffer_0[i] 		<= i_weight_0[143-(i*16)-:16];
					r_weight_buffer_1[i + 1] 	<= i_weight_1[143-(i*16)-:16];
					r_weight_buffer_2[i + 2] 	<= i_weight_2[143-(i*16)-:16];
					r_weight_buffer_3[i + 3] 	<= i_weight_3[143-(i*16)-:16];
					r_img_buffer_0[i] 			<= i_img_data_0[143-(i*16)-:16];
					r_img_buffer_1[i + 1] 		<= i_img_data_1[143-(i*16)-:16];
					r_img_buffer_2[i + 2] 		<= i_img_data_2[143-(i*16)-:16];
					r_img_buffer_3[i + 3] 		<= i_img_data_3[143-(i*16)-:16];
				end
				r_buffer_in_cnt                     <= 0;
				r_cal_cnt                           <= 0;
				r_mode								<= 1;
				init <= 1;
			 end
		  end
		  1 : begin
		      r_buffer_in_cnt 							<= r_buffer_in_cnt == 15 ? 15 : r_buffer_in_cnt + 1;
			  r_cal_cnt									<= init ? 0 : r_cal_cnt == 14 ? 0 : r_cal_cnt + 1;
			  init                                      <= 0;
			if(r_cal_cnt==14)begin
			     r_mode <= 0;
		    end
		  end
		endcase
    end
	assign R0 	= r_img_buffer_0[r_buffer_in_cnt];
	assign R1 	= r_img_buffer_1[r_buffer_in_cnt];
	assign R2	= r_img_buffer_2[r_buffer_in_cnt];
	assign R3	= r_img_buffer_3[r_buffer_in_cnt];
	assign C0	= r_weight_buffer_0[r_buffer_in_cnt];
	assign C1	= r_weight_buffer_1[r_buffer_in_cnt];
	assign C2	= r_weight_buffer_2[r_buffer_in_cnt];
	assign C3	= r_weight_buffer_3[r_buffer_in_cnt];
	assign o_data = r_cal_cnt == 11 ? {PE00,PE01,PE02,PE03}: r_cal_cnt == 12 ? 
																	{PE10,PE11,PE12,PE13} : r_cal_cnt == 13 ? 
																	{PE20,PE21,PE22,PE23} : r_cal_cnt == 14 ?
																	{PE30,PE31,PE32,PE33} : 0;
	assign o_data_en	= r_cal_cnt >= 11;
	PE PE_00(
		.clk(clk),
		.rst(rst || r_cal_cnt == 14),
		.Input_A(R0),
		.Input_B(C0),
		.Output_A(H[0]),
		.Output_B(V[0]),
		.Output_C(PE00)
	);
	PE PE_01(
		.clk(clk),
		.rst(rst || r_cal_cnt == 14),
		.Input_A(H[0]),
		.Input_B(C1),
		.Output_A(H[1]),
		.Output_B(V[1]),
		.Output_C(PE01)
	);
	PE PE_02(
		.clk(clk),
		.rst(rst || r_cal_cnt == 14),
		.Input_A(H[1]),
		.Input_B(C2),
		.Output_A(H[2]),
		.Output_B(V[2]),
		.Output_C(PE02)
	);
	PE PE_03(
		.clk(clk),
		.rst(rst || r_cal_cnt == 14),
		.Input_A(H[2]),
		.Input_B(C3),
		.Output_A(),
		.Output_B(V[3]),
		.Output_C(PE03)
	);
	PE PE_10(
		.clk(clk),
		.rst(rst || r_cal_cnt == 14),
		.Input_A(R1),
		.Input_B(V[0]),
		.Output_A(H[3]),
		.Output_B(V[4]),
		.Output_C(PE10)
	);
	PE PE_11(
		.clk(clk),
		.rst(rst || r_cal_cnt == 14),
		.Input_A(H[3]),
		.Input_B(V[1]),
		.Output_A(H[4]),
		.Output_B(V[5]),
		.Output_C(PE11)
	);
	PE PE_12(
		.clk(clk),
		.rst(rst || r_cal_cnt == 14),
		.Input_A(H[4]),
		.Input_B(V[2]),
		.Output_A(H[5]),
		.Output_B(V[6]),
		.Output_C(PE12)
	);
	PE PE_13(
		.clk(clk),
		.rst(rst || r_cal_cnt == 14),
		.Input_A(H[5]),
		.Input_B(V[3]),
		.Output_A(),
		.Output_B(V[7]),
		.Output_C(PE13)
	);
	PE PE_20(
		.clk(clk),
		.rst(rst || r_cal_cnt == 14),
		.Input_A(R2),
		.Input_B(V[4]),
		.Output_A(H[6]),
		.Output_B(V[8]),
		.Output_C(PE20)
	);
	PE PE_21(
		.clk(clk),
		.rst(rst || r_cal_cnt == 14),
		.Input_A(H[6]),
		.Input_B(V[5]),
		.Output_A(H[7]),
		.Output_B(V[9]),
		.Output_C(PE21)
	);
	PE PE_22(
		.clk(clk),
		.rst(rst || r_cal_cnt == 14),
		.Input_A(H[7]),
		.Input_B(V[6]),
		.Output_A(H[8]),
		.Output_B(V[10]),
		.Output_C(PE22)
	);
	PE PE_23(
		.clk(clk),
		.rst(rst || r_cal_cnt == 14),
		.Input_A(H[8]),
		.Input_B(V[7]),
		.Output_A(),
		.Output_B(V[11]),
		.Output_C(PE23)
	);
	PE PE_30(
		.clk(clk),
		.rst(rst || r_cal_cnt == 14),
		.Input_A(R3),
		.Input_B(V[8]),
		.Output_A(H[9]),
		.Output_B(),
		.Output_C(PE30)
	);
	PE PE_31(
		.clk(clk),
		.rst(rst || r_cal_cnt == 14),
		.Input_A(H[9]),
		.Input_B(V[9]),
		.Output_A(H[10]),
		.Output_B(),
		.Output_C(PE31)
	);
	PE PE_32(
		.clk(clk),
		.rst(rst || r_cal_cnt == 14),
		.Input_A(H[10]),
		.Input_B(V[10]),
		.Output_A(H[11]),
		.Output_B(),
		.Output_C(PE32)
	);
	PE PE_33(
		.clk(clk),
		.rst(rst || r_cal_cnt == 14),
		.Input_A(H[11]),
		.Input_B(V[11]),
		.Output_A(),
		.Output_B(),
		.Output_C(PE33)
	);
endmodule
module Conv_acc(	clk,
									rst,
									i_data,
									i_last_input,
									i_data_in_en,
									i_state,
									o_data,
									o_data_en,
									o_done
							);
	input 												clk;
	input 												rst;
	input 					 [143:0]				i_data;
	input					 [1:0]					i_state;
	input                                           i_data_in_en;
	input                                           i_last_input;
	output				 	 [63:0]					o_data;
	output				 								o_data_en;
	output                                          o_done;
	wire                                                w_data_en;
	wire 		signed [143:0]		w_weight_0;
	wire 		signed [143:0]		w_weight_1;
	wire 		signed [143:0]		w_weight_2;
	wire 		signed [143:0]		w_weight_3;
	wire					 	 [63:0]					w_Cal0_data;
	wire					 	 [63:0]					w_Cal1_data;
	wire					 	 [63:0]					w_Cal2_data;
	wire					 	 [63:0]					w_Cal3_data;
	wire													w_cal0_out_en;
	wire													w_cal1_out_en;
	wire													w_cal2_out_en;
	wire													w_cal3_out_en;
	reg						 [143:0] 				r_img_data	[0:15];			
	reg			signed [16-1:0] 		Weight_0	[0:11];			
	reg			signed [16-1:0] 		Weight_1	[0:11];			
	reg			signed [16-1:0] 		Weight_2	[0:11];			
	reg			signed [16-1:0] 		Weight_3	[0:11];
	reg						 [3:0]					data_in_cnt;
	reg						 [3:0]					buffer_in_cnt;
	reg						 [63:0]					r_output_buffer[0:15];
	reg						 [1:0]					r_cal0_cnt;
	reg						 [1:0]					r_cal1_cnt;
	reg						 [1:0]					r_cal2_cnt;
	reg                      [1:0]                  r_cal3_cnt;
	reg						 [3:0]					r_output_cnt;
	reg                      [3:0]                  r_complete_cnt;
	reg                      [3:0]                  r_last_cnt;
	reg                                             r_last_input;
	reg                                             r_cal0_en;
	reg                                             r_cal1_en;
	reg                                             r_cal2_en;
	reg                                             r_cal3_en;
	reg                     [63:0]                  r_data;
	reg                                             r_data_en;
	integer i;
	always@(posedge clk)begin
		if(rst)begin
			data_in_cnt <= 0;
			buffer_in_cnt <= 0;
			r_cal0_en <= 0;
            r_cal1_en <= 0;
            r_cal2_en <= 0;
            r_cal3_en <= 0;
            r_output_cnt <= 0;
            r_data_en <= 0;
			for(i = 0; i < 12; i = i +1)begin
				Weight_0[i]	 	<= 0;
				Weight_1[i]	 	<= 0;
				Weight_2[i]	 	<= 0;
				Weight_3[i]	 	<= 0;
			end
			for(i = 0; i < 9; i = i + 1)begin
				r_img_data[i] 				<= 0;
			end
			for(i = 0; i < 16 ;i = i + 1)begin
			   r_output_buffer[i] <= 0;
			end
			r_complete_cnt              <= 0;
		end
		else begin
			if(i_state == 2'b01)begin
				Weight_0[data_in_cnt]   		<= i_data[63:48];
			    Weight_1[data_in_cnt]		<= i_data[47:32];
			    Weight_2[data_in_cnt]		<= i_data[31:16];
			    Weight_3[data_in_cnt]		<= i_data[15:0];
				data_in_cnt 						<= data_in_cnt 	    == 8  ? 0 : data_in_cnt + 1;
				buffer_in_cnt               <= 0;
				r_complete_cnt              <= 0;
				r_last_cnt                  <= 0;
				r_last_input                <= 0;
			end
			else if(i_state == 2'b11)begin
			 if(i_data_in_en)begin
			    r_complete_cnt              <= r_complete_cnt + 1 ;
				r_img_data[buffer_in_cnt]	<= i_data;
				data_in_cnt			<= data_in_cnt + 1;
				buffer_in_cnt	    <= buffer_in_cnt + 1;
              end
              if(i_last_input)begin
                r_last_input <= 1;
              end
              r_cal0_en           <=  !r_cal0_en ? r_complete_cnt == 3  ? 1 : 0 : 0;
              r_cal1_en           <=  !r_cal1_en ? r_complete_cnt == 7  ? 1 : 0 : 0;
              r_cal2_en           <=  !r_cal2_en ? r_complete_cnt == 11 ? 1 : 0 : 0;
              r_cal3_en           <=  !r_cal3_en ? r_complete_cnt == 15 ? 1 : 0 : 0;
			end
		end
	end
	always@(posedge clk)begin
		if(rst)begin
			r_cal0_cnt <= 0;
			r_cal1_cnt <= 0;
			r_cal2_cnt <= 0;
			r_cal3_cnt <= 0;
		end
		else begin
			if(w_cal0_out_en)begin
				r_cal0_cnt <= r_cal0_cnt + 1;
			end
			if(w_cal1_out_en)begin
				r_cal1_cnt <= r_cal1_cnt + 1;
			end
			if(w_cal2_out_en)begin
				r_cal2_cnt <= r_cal2_cnt + 1;
			end
			if(w_cal3_out_en)begin
				r_cal3_cnt <= r_cal3_cnt + 1;
			end
			if(r_last_input)begin
			    r_last_cnt <= r_last_cnt == 13 ? 13 : r_last_cnt + 1;
			    r_last_input <= !(r_last_cnt == 13);
			end
			r_data_en    <= w_data_en;
			r_output_cnt   <= r_data_en ? r_output_cnt + 1 : r_output_cnt;
			r_output_buffer[r_cal0_cnt] 		<= w_Cal0_data;
			r_output_buffer[r_cal1_cnt+4] 	<= w_Cal1_data;
			r_output_buffer[r_cal2_cnt+8]	<= w_Cal2_data;
			r_output_buffer[r_cal3_cnt+12]	<= w_Cal3_data;
		end
	end
	assign	w_weight_0 = {Weight_0[0],Weight_0[1],Weight_0[2],Weight_0[3],Weight_0[4],Weight_0[5],Weight_0[6],Weight_0[7],Weight_0[8]};
	assign	w_weight_1 = {Weight_1[0],Weight_1[1],Weight_1[2],Weight_1[3],Weight_1[4],Weight_1[5],Weight_1[6],Weight_1[7],Weight_1[8]};
	assign	w_weight_2 = {Weight_2[0],Weight_2[1],Weight_2[2],Weight_2[3],Weight_2[4],Weight_2[5],Weight_2[6],Weight_2[7],Weight_2[8]};
	assign	w_weight_3 = {Weight_3[0],Weight_3[1],Weight_3[2],Weight_3[3],Weight_3[4],Weight_3[5],Weight_3[6],Weight_3[7],Weight_3[8]};
	assign w_data_en = (w_cal0_out_en && r_output_cnt<4) || (w_cal1_out_en && r_output_cnt>=4 && r_output_cnt<8) || (w_cal2_out_en && r_output_cnt>=8 && r_output_cnt<12) || (w_cal3_out_en && r_output_cnt>= 12);
	assign o_data_en = r_data_en;
	assign o_data	 = r_output_buffer[r_output_cnt];
    assign o_done    = r_last_cnt == 14;
	Conv_4x4_PE Cal_array_0(
		.clk(clk),
		.rst(rst),
		.i_data_in_en(r_cal0_en || r_last_input),
		.i_img_data_0(r_img_data[0]),
		.i_img_data_1(r_img_data[1]),
		.i_img_data_2(r_img_data[2]),
		.i_img_data_3(r_img_data[3]),
		.i_weight_0(w_weight_0),
		.i_weight_1(w_weight_1),
		.i_weight_2(w_weight_2),
		.i_weight_3(w_weight_3),
		.o_data(w_Cal0_data),
		.o_data_en(w_cal0_out_en)
	);
	Conv_4x4_PE Cal_array_1(
		.clk(clk),
		.rst(rst),
		.i_data_in_en(r_cal1_en || r_last_input),
		.i_img_data_0(r_img_data[4]),
		.i_img_data_1(r_img_data[5]),
		.i_img_data_2(r_img_data[6]),
		.i_img_data_3(r_img_data[7]),
		.i_weight_0(w_weight_0),
		.i_weight_1(w_weight_1),
		.i_weight_2(w_weight_2),
		.i_weight_3(w_weight_3),
		.o_data(w_Cal1_data),
		.o_data_en(w_cal1_out_en)
	);
	Conv_4x4_PE Cal_array_2(
		.clk(clk),
		.rst(rst),
		.i_data_in_en(r_cal2_en || r_last_input),
		.i_img_data_0(r_img_data[8]),
		.i_img_data_1(r_img_data[9]),
		.i_img_data_2(r_img_data[10]),
		.i_img_data_3(r_img_data[11]),
		.i_weight_0(w_weight_0),
		.i_weight_1(w_weight_1),
		.i_weight_2(w_weight_2),
		.i_weight_3(w_weight_3),
		.o_data(w_Cal2_data),
		.o_data_en(w_cal2_out_en)
	);
	Conv_4x4_PE Cal_array_3(
		.clk(clk),
		.rst(rst),
		.i_data_in_en(r_cal3_en || r_last_input),
		.i_img_data_0(r_img_data[12]),
		.i_img_data_1(r_img_data[13]),
		.i_img_data_2(r_img_data[14]),
		.i_img_data_3(r_img_data[15]),
		.i_weight_0(w_weight_0),
		.i_weight_1(w_weight_1),
		.i_weight_2(w_weight_2),
		.i_weight_3(w_weight_3),
		.o_data(w_Cal3_data),
		.o_data_en(w_cal3_out_en)
	);
endmodule
module PE(clk,rst,Input_A,Input_B,Output_A,Output_B,Output_C);
	input 			   	clk;
	input 				rst;
	input 	signed [16-1:0] 	Input_A;
	input 	signed [16-1:0] 	Input_B;
	output	signed [16-1:0] 	Output_A;
	output	signed [16-1:0] 	Output_B;
	output	signed [16-1:0] 	Output_C;
	reg 		signed [16-1:0] 	Buffer_A;
	reg 		signed [16-1:0] 	Buffer_B;
	reg 		signed [16-1:0] 	Buffer_C;
	always@(posedge clk)begin
	   if(rst)begin
			Buffer_A <= 0;
			Buffer_B <= 0;
			Buffer_C <= 0;
        end
        else begin
			Buffer_A <= Input_A;
			Buffer_B <= Input_B;
			Buffer_C <= Input_A * Input_B + Buffer_C;
	   end
	end
	assign Output_A = Buffer_A;
	assign Output_B = Buffer_B;
	assign Output_C = Buffer_C;
endmodule
==> run.sh <==
#!/bin/bash
# OpenROAD 26Q1-2900-gdf79404cd8, Yosys 0.63+post, stock flow scripts
make -C /OpenROAD-flow-scripts/flow DESIGN_CONFIG=/design/flow/config.mk WORK_HOME=/design/flow/orfs finish
==> config.mk <==
export PLATFORM = sky130hd
export DESIGN_NAME = Conv_acc
export DESIGN_NICKNAME = Conv_acc
export VERILOG_FILES = /design/flow/design.v
export SDC_FILE = /design/flow/constraint.sdc
export NUM_CORES = 4
export LEC_CHECK = 1
export CORE_UTILIZATION = 50
==> constraint.sdc <==
current_design Conv_acc

set clk_period 158.3
set clk_io_pct 0.2

create_clock -name clk0 -period $clk_period [get_ports {clk}]

set non_clock_inputs [all_inputs -no_clocks]
set_input_delay [expr $clk_period * $clk_io_pct] -clock clk0 $non_clock_inputs
set_output_delay [expr $clk_period * $clk_io_pct] -clock clk0 [all_outputs]
==> results.sh <==
# implementation run metrics
export IMPL_most_common_cell="nand2_1"
export IMPL_status="aborted with a tool error"
export IMPL_synthTopCellsByCount="nand2_1 (3340), inv_1 (2416), dfxtp_1 (1881), and2_1 (1507), fa_1 (1488)"
export IMPL_stop_stage="1_2_yosys"
export IMPL_ys_seq_share_pct=39.2
export IMPL_synth_flops=3035
export IMPL_synth_top_area_share_pct=20.4
export IMPL_synth_distinct_cells=87
export IMPL_synthTopCellsByArea="dfxtp_1 (20%), edfxtp_1 (19%), fa_1 (16%), ha_1 (7.3%), nand2_1 (6.8%)"
export IMPL_largest_area_cell="dfxtp_1"
export IMPL_yosysWarnings=19
export IMPL_synth_edff_count=1154
export IMPL_firstError="ERROR: Found 1 problems in 'check -assert'."
export IMPL_ff_type="dfxtp_1"
export IMPL_synthArstFlopShare_pct=0
export IMPL_synth_area_yosys_um2=185000
export IMPL_yosysCellCount=19300
[cell families after synthesis]
logic type      Yosys count  share of synthesized area, %
compound gates         2384                          7.94
simple gates           6955                          18.3
flops                  3035                          39.2
xor+xnor                644                          3.12
fa+ha+maj              2559                          23.4
other cells               1                       0.00203
buf+inv                3666                          7.60
mux                      79                         0.433
